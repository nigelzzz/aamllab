===== /design/flow/run.sh =====
#!/bin/bash
# OpenROAD 26Q1-2900-gdf79404cd8, Yosys 0.63+post, stock flow scripts
make -C /OpenROAD-flow-scripts/flow DESIGN_CONFIG=/design/flow/config.mk WORK_HOME=/design/flow/orfs finish

===== /design/flow/config.mk =====
export PLATFORM = sky130hd
export DESIGN_NAME = Cfu
export DESIGN_NICKNAME = Cfu
export VERILOG_FILES = /design/flow/design.v
export SDC_FILE = /design/flow/constraint.sdc
export NUM_CORES = 4
export LEC_CHECK = 1
export CORE_AREA = 10 10 121 121
export DIE_AREA = 0 0 131 131

===== /design/flow/constraint.sdc =====
current_design Cfu

set clk_period 5.1
set clk_io_pct 0.2

create_clock -name clk0 -period $clk_period [get_ports {clk}]

set non_clock_inputs [all_inputs -no_clocks]
set_input_delay [expr $clk_period * $clk_io_pct] -clock clk0 $non_clock_inputs
set_output_delay [expr $clk_period * $clk_io_pct] -clock clk0 [all_outputs]

===== /design/flow/design.v =====
module Cfu (
  input               cmd_valid,
  output              cmd_ready,
  input      [9:0]    cmd_payload_function_id,
  input      [31:0]   cmd_payload_inputs_0,
  input      [31:0]   cmd_payload_inputs_1,
  output              rsp_valid,
  input               rsp_ready,
  output     [31:0]   rsp_payload_outputs_0,
  input               reset,
  input               clk,
  output    [13:0]    port0_addr,
  output    [13:0]    port1_addr,
  output    [13:0]    port2_addr,
  output    [13:0]    port3_addr,
  input     [31:0]    port0_din,
  input     [31:0]    port1_din,
  input     [31:0]    port2_din,
  input     [31:0]    port3_din,
);
  reg cmd_valid_delay;
  always @(posedge clk) if (rsp_ready) cmd_valid_delay <= cmd_valid;
  assign rsp_valid = cmd_valid_delay;
  assign cmd_ready = rsp_ready;
  assign port0_addr = cmd_payload_inputs_1;
  assign port1_addr = cmd_payload_inputs_1;
  assign port2_addr = cmd_payload_inputs_1;
  assign port3_addr = cmd_payload_inputs_1;
  reg [1:0] bank_sel;
  always @(posedge clk) if (rsp_ready) bank_sel <= cmd_payload_inputs_0;
  assign rsp_payload_outputs_0 = bank_sel[1] ? (bank_sel[0] ? port3_din : port2_din)
                                             : (bank_sel[0] ? port1_din : port0_din);
endmodule

==> results.cfg <==
; yosys + openroad results
[grt]
track_usage = 0.0667
grt_pass1_wl_mm = 8.69
grt_max_degree = 33
first_global_vias = 1382
antenna_found_initial = 0
grt_overflow = 0

[floorplan]
die_width_um = 131
io_pins = 296
die_h_um = 131
core_area_mm2 = 0.0121
chip_area_mm2 = 0.0172
num_rows = 40
initial_core_util = 0.110

[routing]
firstDrtPassIters = 3
drtAntennaViolNets = 0
via_per_inst = 3.25
wirelength_mm = 6.50
wl_per_cell_um = 17.3
dr_total_vias = 1219
drt-initial-drc-count = 16
antennaDiodeCount = 0
drc = 0

[synthesis]
ys_ff = 3
syn_avg_cell_area_um2 = 13.5
ys.warnings.count = 1
synth_chip_area_mm2 = 0.00133
syn_area_mm2 = 0.00133
ys_types = 7
ys_seq_frac = 0.0676
ys_cells = 99
syn_inst = 99

[pwr]
p_leak_nw = 0.939
cellPowerDensity_mw_per_mm2 = 141
peakVddDrop_v = 0.000268

[placement]
place_inst = 371
place_congestion = 0.792
dpl_cell_area_mm2 = 0.00271
io_buffers = 166
dp_hpwl_mm = 5.83

[clock_network]
clockRootBuffer = clkbuf_16
clk_pin_slew_ns = 0.03
clk_path_buf_depth = 2
cts_num_sinks = 3
cts_tree = yes
postCtsHoldBufs = 0
h-tree-depth = 1
cts_setup_buffers = 0
cts_made_buffers = 3
cts_resized = 0

[setup_path]
arrival_ns = 2.39
critPathKind = in -> out
cp-end-kind = output port
worstPathRequired_ns = 4.08
path_max_fanout = 1
setup.worst_path.start_class = input pin

[cells_and_area]
layout_top_cells = clkdlybuf4s50_1 (166), mux4_2 (30), edfxtp_1 (3), clkbuf_16 (3)
layout_top_cell = clkdlybuf4s50_1
syn_to_final_growth_pct = 109
fin_util = 0.231
drive_above_1_share = 0.169
design_area_mm2 = 0.00278
stdcell_count = 375

[run]
warning_count = 84
drv_cap = 0

[sta]
whs_ns = 1.36
setup_tns_ns = 0
finalCriticalPeriod_ns = 3.41
fin_crit_sh = 0.669
drv_slew = 0
setup_viol = 0
relSlewSlack = 0.589
fmax_ghz = 0.293
rsz0062_at_grt = false
hold_viol_final = 0
worstMarginPinSlew_ns = 0.617

[outcome]
outcome = completed

[worst_hold_path]
hp-class = in -> reg
flip-flops by register name, summed over array words and instances, names as in the netlist:
register,count
cmd_valid_delay,1
bank_sel,2
worst paths after layout:
| check | from | end | slack, ns | cells past startpoint |
|---|---|---|---|---|
| min | cmd_payload_inputs_0[0] | bank_sel[0] | 1.36 | 1 |
| max | port1_din[31] | rsp_payload_outputs_0[31] | 1.69 | 3 |
power breakdown:
group	switching, W	internal [W]	leakage [nW]
registers	0.000000418	0.0000295	0.0294
logic	0.0000493	0.000191	0.871
clock network	0.0000200	0.000103	0.0382
total	0.0000697	0.000324	0.939
layout make-up:
type,instances,area [µm²]
sequential,3,90.1
fill,1267,9280
timing repair buffer,168,1680
multi-input combinational,32,728
tap,168,210
clock buffer,4,78.8
metal layers:
| layer | part of all wire | vias to the layer above | GRT usage |
|---|---|---|---|
| met5 | 0 | - | 0 |
| li1 | - | 549 | - |
| met2 | 0.54 | 88 | 0.128 |
| met1 | 0.29 | 569 | 0.0658 |
| met3 | 0.15 | 13 | 0.0282 |
| met4 | 0.0092 | 0 | 0.00916 |
critical path, stage by stage:
cell and delay [ns]:
clkdlybuf4s50_1 0.40, mux4_1 0.50, clkdlybuf4s50_1 0.47
logic make-up (layout without fill, tap and decap cells):
logic type,Yosys count,after routing,synth area share
buffers and inverters,64,172,0.386
flip-flops,3,3,0.0676
multiplexers,32,32,0.546
synthesized netlist by cell type:
| library cell | n | share of area |
|---|---|---|
| edfxtp_1 | 3 | 0.068 |
| buf_12 | 3 | 0.045 |
| buf_6 | 1 | 0.0085 |
| mux4_1 | 2 | 0.039 |
| mux4_2 | 30 | 0.51 |
| buf_4 | 57 | 0.32 |
| buf_2 | 3 | 0.011 |
through the flow:
stage	power, W	setup WS, ns
floorplan	0.000131	2.63
global placement	0.000276	1.68
detailed placement	0.000277	1.68
CTS	0.000403	1.68
global route	0.000417	1.65
finish	0.000393	1.69
Power figures rest on the tool's default switching activity, not on a simulated workload.
